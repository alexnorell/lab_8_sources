==> flow/run.sh <==
#!/bin/bash
# OpenROAD 26Q1-2900-gdf79404cd8, Yosys 0.63+post, stock flow scripts
make -C /OpenROAD-flow-scripts/flow DESIGN_CONFIG=/design/flow/config.mk WORK_HOME=/design/flow/orfs finish
==> flow/constraint.sdc <==
current_design CU

set clk_period 1.4
set clk_io_pct 0.2

create_clock -name clk0 -period $clk_period [get_ports {clk}]

set non_clock_inputs [all_inputs -no_clocks]
set_input_delay [expr $clk_period * $clk_io_pct] -clock clk0 $non_clock_inputs
set_output_delay [expr $clk_period * $clk_io_pct] -clock clk0 [all_outputs]
==> flow/config.mk <==
export PLATFORM = sky130hd
export DESIGN_NAME = CU
export DESIGN_NICKNAME = CU
export VERILOG_FILES = /design/flow/design.v
export SDC_FILE = /design/flow/constraint.sdc
export NUM_CORES = 4
export LEC_CHECK = 1
export CORE_AREA = 10 10 70 70
export DIE_AREA = 0 0 80 80
==> flow/design.v <==
`timescale 1ns / 1ps
module CU(
    input GO, GT, 
    input [3:0] N,
    input clk, rst,
    output reg LOADCNT, ENCNT, MUXPROD, LOADPROD, MUXOUT,
    output reg DONE,
    output ERROR);
    reg [1:0] CS, NS;
    reg [5:0] ctrl;
    parameter
        S0 = 2'b00, S1 = 2'b01, S2 = 2'b10,
        S00 = 6'b000000,
        S01 = 6'b100100,
        S10 = 6'b001000,
        S11 = 6'b011100,
        S20  = 6'b000011;
    assign ERROR = N > 4'b1100 ? 1:0;
    always@(ctrl) {LOADCNT, ENCNT, MUXPROD, LOADPROD, MUXOUT, DONE} = ctrl;
    always@(CS, NS, GO, GT, ERROR) begin
        case(CS)
            S0: begin 
                    if(GO & !ERROR) begin ctrl = S01; NS = S1; end
                    else begin ctrl = S00; NS = S0; end
                end
            S1: begin
                    if(GT) begin ctrl = S11; NS = S1; end
                    else begin ctrl = S10; NS = S2; end
                end
            S2: begin
                    ctrl = S20; NS = S0;
                end
            default: begin ctrl = S00; NS = S0; end
        endcase
    end
    always@(posedge clk, posedge rst) begin
        if(rst) CS <= S0;
        else CS <= NS;
    end
endmodule
==> flow_summary.yaml <==
# physical design summary
pwr:
  p_int_mw: 0.228
  seq_power_share_pct: 31.6
  pwr-share-clk_pct: 52.7
  vdd_ir_drop_max_uv: 109
  p_sw_share_pct: 20.5
  power_density_nw_per_um2: 686
  leakage_nw: 0.205
  net-switching-power_mw: 0.0588
  p_comb_share_pct: 15.7
routing:
  dr.pass1.iters: 2
  wl_um: 664
  first_iter_violations: 2
  via_per_inst: 2.17
  drc: 0
  vias: 189
  ant_nets: 0
  wl_per_cell_um: 7.63
floorplan:
  io_pins: 15
  fp-utilization_pct: 4.73
  die_area_um2: 6400
  std_cell_rows: 21
  die_w_um: 80
  core_region_area_um2: 3420
  dieHeight_um: 80
timing:
  tightestPinTransition_ps: 186
  timing.fmax_mhz: 744
  fin_skew_ps: 3.50
  final-hold-violation-count: 0
  slew_headroom_pct: 87.5
  finalClockPeriodUsage_pct: 96.0
  rsz0062_at_grt: "no"
  whs_ps: 219
  report.final.slew_viol_count: 0
  setup_viol: 0
  fin_crit_ps: 1340
critical_path:
  start_kind: "primary input"
  worst-r2r-cell-count: 2
  r2r_end: "CS[2]$_DFF_PP0_"
  path_delay_family: "buffers and inverters"
  rrSetupSlack_ps: 570
  worst-path-buf-inv: 3
  endpoint_kind: "primary output"
  crit_chain: "dlygate4sd2_1, o211ai_2, buf_4, a31o_2, buf_2"
  slowest_stage: "dlygate4sd2_1"
  slowest_delay_ps: 210
  required_ps: 1120
  timing.rr.start: "CS[2]$_DFF_PP0_"
  path_max_fanout: 3
  worstSetupPathType: "in -> out"
  critical_path_arrival_ps: 1060
clock_network:
  clkLatencyLatePin_ps: 230
  hold_buffers: 0
  clk_pin_slew_ps: 40
  clockRootBuffer: "clkbuf_4"
  cts_made_buffers: 3
  cts.htree.levels: 1
  cts_num_sinks: 3
  clock_path_buffers: 2
  cts_tree: "done"
global_routing:
  antenna_found_initial: 1
  grt_pass1_wl_um: 952
  first_global_vias: 199
  grt_use_total_pct: 1.99
  overflow: 0
  grt_max_degree: 5
cells_and_area:
  reg_top3: "CS (3)"
  drive_gt1_share_pct: 45.0
  fill_cells: 402
  largest_reg_flops: 3
  top_register: "CS"
  fin_cells: 87
  area_delta_synth_final_pct: 159
logic_synthesis:
  synth_warnings: 1
  yosys_area_um2: 161
  syn_area_um2: 161
  synth_seq_share_pct: 47.3
  ys_cells: 17
  ys_ff: 3
  synth_cells: 17
  synth.avg_cell_area_um2: 9.49
  ys_types: 12
place:
  hpwl_um: 540
  portBuffers: 14
  routabilityCongestion: 0.715
  placedCellCount: 77
job:
  drv_cap: 0
  tool_warnings: 25
hold_path:
  hp-class: "in -> async"
status:
  status: "complete, no violations"
cell usage after synthesis:
cell type | number | area share, %
dfrtp_1 | 2 | 31
and3_1 | 1 | 3.9
o211ai_2 | 1 | 7.8
a31o_2 | 2 | 11
dfstp_2 | 1 | 16
inv_1 | 3 | 7.0
nor2b_1 | 1 | 3.9
clkbuf_1 | 2 | 4.7
buf_4 | 1 | 4.7
nor2_1 | 1 | 2.3
a31oi_1 | 1 | 3.9
and2_1 | 1 | 3.9
layer usage:
metal	global-route usage, %	share of wire, %	vias up
met5	0	0	-
met4	0.528	0	0
met3	1.59	12	0
met2	3.13	49	7
met1	1.99	39	80
li1	-	-	102
stage by stage:
step | power [mW] | util, % | cell area [µm²] | worst slack, ps | setup TNS, ps
after global routing | 0.308 | 12.2 | 418 | 0.110 | 0
after global placement | 0.134 | 10.7 | 367 | -444 | -1470
after floorplan | 0.0988 | - | 161 | 422 | 0
after detailed placement | 0.134 | 10.7 | 367 | -462 | -1510
final | 0.287 | 12.2 | 418 | 55.6 | 0
after CTS | 0.296 | 12.1 | 413 | 7.88 | 0
power by group through the flow:
stage	registers, mW	clock network [mW]	logic (mW)
4_1_cts	0.0906	0.161	0.0444
5_1_grt	0.0907	0.169	0.0482
6_report	0.0906	0.151	0.0449
cells in the final DEF, fill, tap and decap left out:
cell type        instances
buf_4                    8
dfstp_2                  1
a31oi_1                  1
nor2_1                   1
diode_2                  1
inv_1                    3
a31o_2                   2
dfrtp_1                  2
dlygate4sd2_1            6
and3_1                   1
buf_2                    2
nor2b_1                  1
and2_4                   1
clkdlybuf4s50_1          4
clkbuf_4                 3
o211ai_2                 1
clkdlybuf4s15_1          2
clkbuf_1                 1
what timing repair did:
item                       in CTS  in global routing
pin swaps                       4                  1
gates resized                  15                  2
setup buffers                   5                  0
setup endpoints to repair       7                  3
hold endpoints to repair        0                  0
logic make-up after synthesis:
group,Yosys count,share of synthesized area (%)
AND-OR/OR-AND,4,22.5
AND/OR/NAND/NOR,4,14.0
flip-flops,3,47.3
buffers and inverters,6,16.3
worst register-to-register path, cell delays in order, from the launching register on:
cell and delay [ps]:
dfrtp_1 370, and2_4 150, a31o_2 200
how the worst max path moves through the flow:
stage,slack (ps),end,start,cells past startpoint
CTS,8,ERROR,N[1],5
finish,60,LOADPROD,N[2],5
global route,0.1,LOADPROD,N[2],5
layout make-up:
class	count	area [µm²]	area share, %
tap	46	57.6	13.8
clock buffer	4	26.3	6.29
sequential	3	76.3	18.3
timing repair buffer	22	183	43.7
inverter	3	11.3	2.69
multi-input combinational	8	61.3	14.7
antenna	1	2.50	0.599
No activity file was given, so power comes from the tool's default toggle rates.
