### flow/design.v
`timescale 1ns / 1ps
module main_address_decoder(
        input we,
        input [31:0] address,
        output reg we2, we1, wem,
        output reg [1:0] read_sel
    );
    always @ (*) begin
        case (address[31:8])
            24'd0:
                begin
                    if(we) begin
                        read_sel = 2'b00;
                        we1 = 0;
                        we2 = 0;
                        wem = 1;
                    end
                    else begin
                        read_sel = 2'b00;
                        we1 = 0;
                        we2 = 0;
                        wem = 0;
                    end
                end
            24'd8:
                begin
                    if(we) begin
                        read_sel = 2'b10;
                        we1 = 1;
                        we2 = 0;
                        wem = 0;
                    end
                    else begin
                        read_sel = 2'b10;
                        we1 = 0;
                        we2 = 0;
                        wem = 0;
                    end
                end
            default:
                begin
                    if(we) begin
                        read_sel = 2'b11;
                        we1 = 0;
                        we2 = 1;
                        wem = 0;
                    end
                    else begin
                        read_sel = 2'b11;
                        we1 = 0;
                        we2 = 0;
                        wem = 0;
                    end
                end
        endcase
    end
endmodule
### flow/run.sh
#!/bin/bash
# OpenROAD 26Q1-2900-gdf79404cd8, Yosys 0.63+post, stock flow scripts
make -C /OpenROAD-flow-scripts/flow DESIGN_CONFIG=/design/flow/config.mk WORK_HOME=/design/flow/orfs finish
### flow/config.mk
export PLATFORM = sky130hd
export DESIGN_NAME = main_address_decoder
export DESIGN_NICKNAME = main_address_decoder
export VERILOG_FILES = /design/flow/design.v
export SDC_FILE = /design/flow/constraint.sdc
export NUM_CORES = 4
export LEC_CHECK = 1
export CORE_AREA = 10 10 70 70
export DIE_AREA = 0 0 80 80
### flow/constraint.sdc
current_design main_address_decoder

set clk_period 2.9
set clk_io_pct 0.2

create_clock -name clk0 -period $clk_period

set non_clock_inputs [all_inputs -no_clocks]
set_input_delay [expr $clk_period * $clk_io_pct] -clock clk0 $non_clock_inputs
set_output_delay [expr $clk_period * $clk_io_pct] -clock clk0 [all_outputs]
==> load_flow_metrics.sql <==
-- generated from flow reports
INSERT INTO impl_metrics (metric_group, metric, value, unit) VALUES
('yosys', 'synth_chip_area', '104', 'sq um'),
('worst_setup_path', 'path_max_fanout', '4', ''),
('timing', 'final-hold-violation-count', '0', ''),
('yosys', 'ys_sh_mux', '0', '%'),
('cells_and_area', 'clockBufferCount', '0', ''),
('cts', 'post_cts_hold_buffer_count', '0', ''),
('routing', 'firstDrtPassIters', '2', ''),
('yosys', 'syn_inst', '15', ''),
('yosys', 'sequential_fraction_of_the_synthesis_area', '0', '%'),
('floorplanning', 'number_of_top_level_pins', '38', ''),
('timing', 'finalClockPeriodUsage', '94.3', '%'),
('worst_setup_path', 'worstPathRequired', '2.32', 'ns'),
('worst_setup_path', 'worstPathCellList', 'clkdlybuf4s50_1 -> nor4_2 -> nand4_1 -> or3_1 -> dlygate4sd2_1', ''),
('yosys', 'synthesized_area', '104', 'sq um'),
('routing', 'detail_route.vias_per_cell', '2.62', ''),
('worst_setup_path', 'cp_slowest_cell', 'sky130_fd_sc_hd__or3_1', ''),
('worst_setup_path', 'critPathKind', 'in2out', ''),
('floorplanning', 'fp.dieW', '80', 'um'),
('floorplanning', 'floorplan.core_area', '0.00342', 'sq mm'),
('timing', 'report.final.slew_viol_count', '0', ''),
('grt', 'maximum_number_of_pins_on_one_net_before_global_route_repair', '6', ''),
('yosys', 'synth_area_leader_cell', 'sky130_fd_sc_hd__nor4_2', ''),
('worst_setup_path', 'worstPathArrival', '2.16', 'ns'),
('timing', 'slew-limit-headroom', '83.3', '%'),
('routing', 'remaining_design_rule_violation_count', '0', ''),
('routing', 'postRouteAntennaNets', '0', ''),
('routing', 'detail_route.wirelength', '910', 'um'),
('timing', 'fmax', '366', 'MHz'),
('flow_run', 'drv.max_cap_violation_count', '0', ''),
('grt', 'via_count_of_the_first_global_routing_pass', '290', ''),
('timing', 'fin_setup_tns', '0', 'ns'),
('worst_setup_path', 'worst_setup_path_start_kind', 'input port', ''),
('floorplanning', 'die-height', '80', 'um'),
('yosys', 'ys_cells', '15', ''),
('cells_and_area', 'most-common-layout-cells', 'sky130_fd_sc_hd__clkdlybuf4s50_1, sky130_fd_sc_hd__nor4_2, sky130_fd_sc_hd__dlygate4sd2_1', ''),
('status', 'status', 'finished, final reports clean', ''),
('worst_hold_path', 'worstHoldPathType', 'in2out', ''),
('routing', 'first_iter_violations', '8', ''),
('routing', 'route.antenna.diode_count', '0', ''),
('yosys', 'topCellsByArea', 'sky130_fd_sc_hd__nor4_2, sky130_fd_sc_hd__nor4_1, sky130_fd_sc_hd__nor3_1', ''),
('yosys', 'yosys.area.top_type_share', '36.1', '%'),
('worst_setup_path', 'critPathMaxStageDelay', '0.42', 'ns'),
('timing', 'rsz0062_at_grt', 'false', ''),
('grt', 'gr-usage-all-layers', '2.66', '%'),
('yosys', 'synthesis.yosys.warnings', '1', ''),
('floorplanning', 'rows', '21', ''),
('placement', 'port_buffers', '30', ''),
('grt', 'global_route.overflow_total', '0', ''),
('worst_setup_path', 'endpoint_kind', 'primary output', ''),
('flow_run', 'stage_log_warnings', '41', ''),
('yosys', 'synth.comb.largest_family', 'simple AND/OR/NAND/NOR gates', ''),
('cells_and_area', 'layout_top_cell_excl_fill_tap', 'sky130_fd_sc_hd__clkdlybuf4s50_1', ''),
('power', 'static-leakage-power', '0.164', 'nW'),
('cells_and_area', 'drive_gt1_share', '12.8', '%'),
('routing', 'detailroute.via_count', '244', ''),
('grt', 'initial_antenna_violation_count', '0', ''),
('floorplanning', 'chip_area', '0.00640', 'sq mm'),
('timing', 'fin_hold_ws', '1.86', 'ns'),
('yosys', 'area_fraction_in_compound_gates_after_synthesis', '7.23', '%'),
('cells_and_area', 'area_growth_syn_to_layout', '364', '%'),
('yosys', 'postSynthAreaPerCell', '6.92', 'sq um'),
('power', 'vdd.ir_drop.worst', '0.0120', 'mV'),
('yosys', 'simple_gate_area_share', '89.2', '%'),
('floorplanning', 'initCoreUtil', '3.04', '%'),
('routing', 'routed_wire_length_per_instance', '9.78', 'um'),
('timing', 'final.min_clock_period', '2.74', 'ns'),
('timing', 'tightestPinTransition', '0.248', 'ns'),
('timing', 'setup_viol', '0', ''),
('placement', 'preCtsSetupSlack', '-0.137', 'ns'),
('cells_and_area', 'final_util', '14.1', '%'),
('yosys', 'xor_share', '0', '%'),
('cells_and_area', 'flop_area', '0', 'sq um'),
('grt', 'grt_pass1_wl', '1410', 'um'),
('power', 'power_density', '84.0', 'mW/mm^2'),
('placement', 'globalplace.congestion', '0.702', ''),
('yosys', 'yosys.cell_types.count', '9', ''),
('timing', 'finalWorstSetupSlack', '0.164', 'ns'),
('cells_and_area', 'sequential_cell_total', '0', ''),
('yosys', 'adder_cell_share_of_the_synthesized_area', '0', '%');
-- layer usage --
metal	global-route usage, %	vias to the layer above	routed length [um]
met4	0	0	0
met3	0.227	0	38
li1	-	126	-
met5	0	-	0
met2	5.38	8	538
met1	3.03	110	333
-- kinds of logic after synthesis --
group | after synthesis
simple gates | 13
buf+inv | 1
compound gates | 1
-- area by class of cell --
class | count | area, sq um
inverter | 1 | 3.75
tap | 46 | 57.6
multi-input combinational | 14 | 106
fill | 393 | 2930
timing repair buffer | 32 | 314
-- repair_timing --
item,CTS,global route
gates resized,4,1
pin swaps,5,3
buffers inserted,1,2
endpoints found under the setup margin,3,3
-- cells in the mapped netlist (all sizes together) --
master and count:
nor4 6, nand2 2, nor3 2, inv 1, nand4 1, o21a 1, or2 1, or3 1
-- stage by stage --
| stage | power, mW | cells | area [sq um] |
|---|---|---|---|
| final | 0.0405 | 93 | 482 |
| after detailed placement | 0.0410 | 91 | 462 |
| after global routing | 0.0433 | 93 | 482 |
| after global placement | 0.0403 | 91 | 462 |
| after CTS | 0.0410 | 92 | 472 |
| after floorplan | 0.00316 | 15 | 104 |
-- critical path, delay by kind of cell --
kind,cells,cell delay [ns]
buffers and inverters,2,0.66
AND/OR/NAND/NOR,3,0.92
-- path summary, 6_finish.rpt --
check / start / to / depth (start not counted)
min: we / wem / 4
max: address[9] / read_sel[1] / 5
-- power by group --
part	internal [mW]	switching (mW)	leakage [nW]
clock network	0	0	0
logic	0.0321	0.00835	0.164
registers	0	0	0
total	0.0321	0.00835	0.164
Power and IR drop assume default switching activity.
